--- flow/config.mk ---
export PLATFORM = sky130hd
export DESIGN_NAME = mux31
export DESIGN_NICKNAME = mux31
export VERILOG_FILES = /design/flow/design.v
export SDC_FILE = /design/flow/constraint.sdc
export NUM_CORES = 4
export LEC_CHECK = 1
export CORE_AREA = 10 10 70 70
export DIE_AREA = 0 0 80 80
--- flow/constraint.sdc ---
current_design mux31

set clk_period 1.0
set clk_io_pct 0.2

create_clock -name clk0 -period $clk_period

set non_clock_inputs [all_inputs -no_clocks]
set_input_delay [expr $clk_period * $clk_io_pct] -clock clk0 $non_clock_inputs
set_output_delay [expr $clk_period * $clk_io_pct] -clock clk0 [all_outputs]
--- flow/design.v ---
module mux31 #(parameter WIDTH = 8)(
		input logic [WIDTH-1:0] d0,  
		input logic [WIDTH-1:0] d1,  
		input logic [WIDTH-1:0] d2,  
		input logic [1:0] sel,  
		output logic [WIDTH-1:0] y
		);
	assign y = sel[1]? d2 : (sel[0]? d1 : d0);
endmodule
--- flow/run.sh ---
#!/bin/bash
# OpenROAD 26Q1-2900-gdf79404cd8, Yosys 0.63+post, stock flow scripts
make -C /OpenROAD-flow-scripts/flow DESIGN_CONFIG=/design/flow/config.mk WORK_HOME=/design/flow/orfs finish
==> qor.csv <==
metric,value,unit
layout_setup_ws,-0.01187,ns
num_rows,21,
rsz0062_at_grt,yes,
switching_share,0.3399,
syn_area,172.7,sq um
avgViaCountPerCell,3.176,
power.net_switching,69.30,uW
synth_xor_xnor_area_share,0,
power_density,349.7,nW/um^2
ff_count,0,
placed_cell_area,583.1,sq um
coreArea,3416,sq um
fin_area,583.1,sq um
seqPwrFrac,0,
wire_per_inst,11.29,um
tightest_slew,0.1671,ns
drt_first_iter_violations,7,
synthAdderAreaFrac,0,
die_area,6400,sq um
yosysUniqueCellTypes,4,
finalSetupTns,-0.01187,ns
syn_area_per_cell,6.641,sq um
hp-start,d2[0],
die_w,80,um
postSynthSeqShare,0,
flop_area,0,sq um
synthAoiAreaFrac,0.2319,
slew_headroom,0.8854,
clkPwrFrac,0,
topCombFamilyByArea,multiplexers,
path_class,in -> out,
gr-total-overflow,0,
drcViolationCount,0,
tool_warnings,34,
hpwl,989.2,um
combGateArea,181.4,sq um
crit_arrival,0.81,ns
track_usage,0.03233,
worstSetupEndpointType,output pin,
ios,34,
io_buffers,34,
grt_pass1_wl,1.725,mm
fmax,988.3,MHz
yosysTopAreaCellShare,0.4638,
final_antenna_net_count,0,
drive_gt1_frac,0.3226,
syn_inst,26,
areaGrowthSynthToFinish,237.7,%
worstPathRequired,0.80,ns
min_path_type,in -> out,
max_cap_viol_count,0,
utilization,0.1707,
gp_congestion,0.7783,
worstHoldEndpoint,y[0],
via_count,343,
synthMuxAreaShare,0.4638,
grt_start_max_net_pins,9,
finalHoldViolCount,0,
synth_area_leader_cell,mux2i_1,
combPwrFrac,1.000,
violations,negative setup slack,
fin_crit_sh,1.012,
ys_warn_count,0,
yosys_cells,26,
ys_sh_simple,0.1739,
cp-start-kind,input pin,
first_global_vias,361,
instances_no_fill,108,
fillers,385,
clkbuf_count,0,
first_pass_iters,3,
finalSetupViolCount,1,
holdPathStages,4,
post-route-min-period,1.012,ns
topCellsByArea,"mux2i_1 (46%), o21ai_1 (23%), nand2_1 (17%)",
drv_slew,0,
dpl.cell_count,107,
fp-utilization,0.05055,
path_max_fanout,5,
yosysChipArea,172.7,sq um
finalWirelength,1.219,mm
die_height,80,um
diodes,0,
power.leakage,0.0002851,uW
outcome,finished with violations,
ir_worst_vdd,0.00003701,V
antenna_found_initial,0,
post_cts_buffers,0,
power.internal,134.6,uW
critical path, stage by stage:
cell	delay, ns
buf_8	0.10
buf_8	0.13
mux2i_4	0.17
o21ai_2	0.10
buf_2	0.11
worst max-delay path by stage:
stage     startpoint    to  depth (start not counted)
6_report      sel[0]  y[6]                          5
4_1_cts       sel[0]  y[6]                          5
5_1_grt       sel[0]  y[6]                          5
cell type report:
class | count | share of cell area
multi-input combinational | 24 | 0.3112
timing repair buffer | 38 | 0.5901
tap | 46 | 0.09871
per-layer routing:
metal	track usage	wire length (um)	vias up
li1	-	-	166
met1	0.04351	595	154
met2	0.05297	505	23
met3	0.009091	118	0
met4	0	0	0
met5	0	0	-
through the flow:
step / hold slack (ns) / total power (uW) / setup slack (ns)
2_1_floorplan: 0.4306 / 52.00 / 0.2602
3_3_place_gp: 1.306 / 224.6 / -0.7434
3_5_place_dp: 1.309 / 227.2 / -0.7489
4_1_cts: 0.7873 / 193.9 / -0.01889
5_1_grt: 0.8122 / 221.4 / -0.03238
6_report: 0.7829 / 203.9 / -0.01187
power groups by stage:
| stage | sequential (uW) | clock, uW | combinational (uW) |
|---|---|---|---|
| 4_1_cts | 0 | 0 | 194 |
| 6_report | 0 | 0 | 204 |
| 5_1_grt | 0 | 0 | 221 |
cell families after synthesis:
logic type	count (synthesis)
buffers and inverters	2
multiplexers	8
AND/OR/NAND/NOR	8
AND-OR/OR-AND	8
timing repair:
action | 4_1_cts | 5_1_grt
cloned | 1 | 0
setup endpoints to repair | 8 | 8
hold buffers | 0 | 0
pin swaps | 12 | 6
gates resized | 65 | 5
cell usage in the layout (no fill, tap or decap), drive strengths merged:
cell,Yosys,routed
o21ai,8,8
buf,2,14
mux2i,8,8
dlygate4sd2,0,24
nand2,8,8
cells in the mapped netlist:
| master | instances |
|---|---|
| nand2_1 | 8 |
| o21ai_1 | 8 |
| buf_6 | 2 |
| mux2i_1 | 8 |
Power is estimated from default activity; no workload was simulated.
